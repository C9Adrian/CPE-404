`flow/run.sh`:
```
#!/bin/bash
# OpenROAD 26Q1-2900-gdf79404cd8, Yosys 0.63+post, stock flow scripts
make -C /OpenROAD-flow-scripts/flow DESIGN_CONFIG=/design/flow/config.mk WORK_HOME=/design/flow/orfs finish
```
`flow/constraint.sdc`:
```
current_design flopr

set clk_period 1.0
set clk_io_pct 0.2

create_clock -name clk0 -period $clk_period [get_ports {clk}]

set non_clock_inputs [all_inputs -no_clocks]
set_input_delay [expr $clk_period * $clk_io_pct] -clock clk0 $non_clock_inputs
set_output_delay [expr $clk_period * $clk_io_pct] -clock clk0 [all_outputs]
```
`flow/config.mk`:
```
export PLATFORM = sky130hd
export DESIGN_NAME = flopr
export DESIGN_NICKNAME = flopr
export VERILOG_FILES = /design/flow/design.v
export SDC_FILE = /design/flow/constraint.sdc
export NUM_CORES = 4
export LEC_CHECK = 1
export CORE_AREA = 10 10 70 70
export DIE_AREA = 0 0 80 80
```
`flow/design.v`:
```
module regfile(input         clk, 
               input         we3, 
               input  [4:0]  ra1, ra2, wa3, 
               input  [31:0] wd3, 
               output [31:0] rd1, rd2);
  reg [31:0] rf[31:0];
  always @(negedge clk) begin
    if (we3) rf[wa3] <= wd3;	
	end
  assign rd1 = (ra1 != 0) ? rf[ra1] : 0;
  assign rd2 = (ra2 != 0) ? rf[ra2] : 0;
endmodule
module adder(input [31:0] a, b,
             output [31:0] y);
  assign y = a + b;
endmodule
module sl2(input  [31:0] a,
           output [31:0] y);
  assign y = {a[29:0], 2'b00};
endmodule
module signext(input  [15:0] a,
               output [31:0] y);
  assign y = {{16{a[15]}}, a};
endmodule
module flopr #(parameter WIDTH = 8)
              (input                  clk, reset,
               input      [WIDTH-1:0] d, 
               output reg [WIDTH-1:0] q);
  always @(posedge clk)
    if (reset) q <= 0;
    else       q <= d;
endmodule
module flopenr #(parameter WIDTH = 8)
                (input                  clk, reset,
                 input                  en,
                 input      [WIDTH-1:0] d, 
                 output reg [WIDTH-1:0] q);
  always @(posedge clk)
    if      (reset) q <= 0;
    else if (~en)    q <= d;
endmodule
module floprFet(input clk, reset,
				input en, clr, 
				input [31:0] pcPlus4F, InstrF,
				output reg [31:0] pcPlus4D, InstrD);
	always@ (posedge clk)
		if(~en) begin
			if (reset) begin
				pcPlus4D <= 0;
				InstrD <= 0;
			end
			else begin
				pcPlus4D <= pcPlus4F;
				InstrD <= InstrF;
			end
		end
endmodule
module floprDec(input clk, reset, 
				input clr,
				input [31:0] Reg1D, Reg2D, signextD,
				input [4:0] RsD, RtD, RdD, ShamtD, 
				input RegWriteD, MemtoRegD, MemwriteD, AluSrcD, RegDstD, BranchD,
				input [3:0] AluControlD,
				output reg [31:0] Reg1E, Reg2E, signextE,
				output reg [4:0] RsE, RtE, RdE, ShamtE,
				output reg RegWriteE, MemtoRegE, MemwriteE, AluSrcE, RegDstE, 
				output reg [3:0] AluControlE);
	always@(posedge clk)
		if(reset) begin
			Reg1E <= 0;
			Reg2E <= 0;
			signextE <= 0;
			RsE <= 0;
			RtE <= 0;
			RdE <= 0;
			ShamtE <= 0;
			RegWriteE <= 0;
			MemtoRegE <= 0;
			MemwriteE <= 0;
			AluSrcE <= 0;
			RegDstE <= 0;
			AluControlE <= 0;
			end
		else begin
			Reg1E <= Reg1D;
			Reg2E <= Reg2D;
			signextE <= signextD;
			RsE <= RsD;
			RtE <= RtD;
			RdE <= RdD;
			ShamtE <= ShamtD;
			RegWriteE <= RegWriteD;
			MemtoRegE <= MemtoRegD;
			MemwriteE <= MemwriteD;
			AluSrcE <= AluSrcD;
			RegDstE <= RegDstD;
			AluControlE <= AluControlD;			
			end
	endmodule
module floprExe(input clk, reset,
				input[31:0] AluOutE, WriteDataE,
				input[4:0] WriteRegE,
				input RegWriteE, MemtoRegE, MemwriteE,
				output reg [31:0] AluOutM, WriteDataM,
				output reg [4:0] WriteRegM,
				output reg RegWriteM, MemtoRegM, MemWriteM);
	always@(posedge clk, posedge reset)
		if(reset) begin
			AluOutM <= 0;
			WriteDataM <= 0;
			WriteRegM <= 0;
			RegWriteM <= 0;
			MemtoRegM <= 0;
			MemWriteM <= 0;
			end
		else begin
			AluOutM <= AluOutE;
			WriteDataM <= WriteDataE;
			WriteRegM <= WriteRegE; 
			RegWriteM <= RegWriteE;
			MemtoRegM <= MemtoRegE;
			MemWriteM <= MemwriteE;
			end
	endmodule
module floprMem(input clk, reset,
				input [31:0] AluOutM, ReadDataM,
				input [4:0] WriteRegM,
				input RegWriteM, MemtoRegM,
				output reg[31:0] AluOutW, ReadDataW,
				output reg[4:0] WriteRegW, 
				output reg RegWriteW, MemtoRegW);
	always@(posedge clk)
		if(reset) begin
			AluOutW <= 0;
			ReadDataW <= 0;
			WriteRegW <= 0;
			RegWriteW <= 0;
			MemtoRegW <= 0;
			end
		else begin
			AluOutW <= AluOutM;
			ReadDataW <= ReadDataM;
			WriteRegW <= WriteRegM;
			RegWriteW <= RegWriteM;
			MemtoRegW <= MemtoRegM;
			end
	endmodule
module mux2 #(parameter WIDTH = 8)
             (input  [WIDTH-1:0] d0, d1, 
              input              s, 
              output [WIDTH-1:0] y);
  assign y = s ? d1 : d0; 
endmodule
module upimm(input  [15:0] a,
             output [31:0] y);
  assign y = {a, 16'b0};
endmodule
module mux3 #(parameter WIDTH = 8)
             (input  [WIDTH-1:0] d0, d1, d2,
              input  [1:0]       s, 
              output [WIDTH-1:0] y);
  assign #1 y = s[1] ? d2 : (s[0] ? d1 : d0); 
endmodule
module mux4 #(parameter WIDTH = 8)
             (input  [WIDTH-1:0] d0, d1, d2, d3,
              input  [1:0]       s, 
              output [WIDTH-1:0] y);
  assign #1 y = s[1] ? (s[0] ? d3 : d2) : (s[0] ? d1: d0) ; 
endmodule
module equalReg(input [31:0] r0, r1,
				output y);
	wire[31:0] z;
	assign z =  r0 ~^ r1; 
	assign y = &z;
endmodule
module and2(input  a, b,
			 output y);
	assign y = a & b;
endmodule
```
==> Table 3: Implementation characteristics <==
Characteristics after synthesis and place and route

Parameter                              Value

Run status
  Status    complete, no violations

Route
  Vias per inst    2.110
  Iteration-0 DRC count of the detailed router    0
  Remaining antenna violation count    0
  DRC Markers    0
  Antenna fix cells    0
  Post-DR wirelength/cell    8.500 um
  DRT Wirelength    697 um
  Number of detailed-route iterations in the first pass    1
  Via count    173

Clock tree
  Num CTS Buffers    3
  Clk sink count    8
  Hold buffer count at cts    0
  TritonCTS clock tree    built
  CTS clk-pin slew, worst paths    50 ps
  Largest buffer count on any clock path    2
  Root Buffer    sky130_fd_sc_hd__clkbuf_4
  Setup Fix Bufs, Post-CTS    0
  Htree depth    1

Job
  Tool warnings    25
  Max-cap violations    0

Synthesis
  Mean instance size in the synthesized netlist    13.14 um^2
  Top cells by area, synth    sky130_fd_sc_hd__dfxtp_1 (76%), sky130_fd_sc_hd__nor2b_1 (24%)
  Yosys cell count    16
  Number of warnings printed during yosys synthesis    1
  Chip area line of the yosys report    210.2 um^2
  Number of instances in the synthesized netlist    16
  Number of synthesized register bits    8
  Area of the mapped netlist    210.2 um^2
  Dominant cell type by area after synthesis    sky130_fd_sc_hd__dfxtp_1
  Fraction of synthesized cell area taken by the top area cell type    0.7619
  Count of distinct cell types in the synthesized netlist    2
  Sequential area share after synthesis    0.7619

Timing
  Fin Setup TNS    0 ps
  Final Hold Viols    0
  Setup repair after global routing missed its margin    false
  Final cycle utilization of the critical path    0.9710
  Fin crit period    971.0 ps
  Worst slew margin    0.8201
  Fmax    1030 MHz
  Number of slew-limit violations in the final report    0
  Slew at the pin with the worst max-slew slack    269.0 ps
  Final Setup Violations    0

Critical path
  Slowest library cell on the worst path    sky130_fd_sc_hd__dfxtp_1
  Number of cells on the critical path    1
  CP Max Fanout    1
  Critical Path RT    800 ps
  Critical path, cell by cell    dlygate4sd2_1
  Critical Path AT    770 ps
  Critical path's largest stage delay    290 ps
  Critical path class    flip-flop to primary output
  Element type at the critical path start    flip-flop
  Critical path buffer and inverter count    1
  Gate family responsible for the most delay along the worst path    flip-flops
  Worst setup EP type    primary output

Place
  Placed standard-cell area    437.9 um^2
  Quantity of I/O buffers inserted on ports    17
  Number of instances in the placed design    79
  RD Place Congestion    0.6987

Global route
  Overall overflow remaining after global route    0
  Vias in the first global route    195
  Number of antenna violations at the first check in global routing    0
  Aggregate global-route resource usage    0.01998
  Wire length of the first global-routing pass    972 um
  Largest net degree at the start of global routing    9

Final layout
  Final non-filler cell area    456.7 um^2
  Fill cell count    398
  Register containing the most flip-flops in the final layout    q
  Layout overhead on the synthesized area    117.3%
  Most used logic cell in the final layout    sky130_fd_sc_hd__clkdlybuf4s50_1
  Share of cells above drive strength 1    0.1389
  Leading cell types in the layout, fill and taps excluded    sky130_fd_sc_hd__clkdlybuf4s50_1 (9), sky130_fd_sc_hd__nor2b_1 (8), sky130_fd_sc_hd__dfxtp_1 (6)
  Biggest regs    q (8)
  Flip-flop count of the largest register, all copies and words added    8
  Count of non-filler cells in the finished layout    82
  Post-Route Utilization    0.1337

Floorplanning
  IO Count    18
  Floorplan die area    6400 um^2
  Die height    80 um
  Floorplan utilization    0.06154
  FP Rows    21
  Area of the core region    3416 um^2
  Die span in x    80 um

Power and ir drop
  IR Drop Worst-Case VDD    230.1 uV
  Net Switching    0.0001074 W
  Cell area power density    1392 nW/um^2
  P_int    0.0005284 W
  Clk network pwr share    0.354
  Leakage power figure    0.1812 nW
  Part of the total power dissipated in sequential elements    0.537
  Combinational power share    0.109
  Switching power share of the total    0.1689

Hold path
  Worst-case hold path end point    q[3]$_SDFF_PP0_
  Hold depth    2
  Class of the tightest hold or removal check    input pin to flip-flop
  Hold Crit Start    d[3]
how the worst max path moves through the flow:
stage / start / endpoint / slack, ps
final: q[4]$_SDFF_PP0_ / q[4] / 30
after CTS: q[0]$_SDFF_PP0_ / q[0] / 9
after global routing: q[3]$_SDFF_PP0_ / q[3] / 0.8
power by group through the flow:
stage	sequential, W	clock [W]	combinational (W)
4_1_cts	0.000341	0.000235	0.0000696
5_1_grt	0.000343	0.000251	0.0000749
6_report	0.000342	0.000225	0.0000692
stage by stage:
| stage | hold WS, ps | setup WS (ps) | power [W] |
|---|---|---|---|
| 2_1_floorplan | 271.6 | 538.5 | 0.0003528 |
| 3_3_place_gp | 766.3 | -1.266 | 0.0004278 |
| 3_5_place_dp | 767.0 | -20.20 | 0.0004281 |
| 4_1_cts | 505.9 | 8.968 | 0.0006456 |
| 5_1_grt | 498.8 | 0.7638 | 0.0006687 |
| 6_report | 513.2 | 28.95 | 0.0006359 |
cell type report:
class	instances	area, um^2	share of cell area
well taps	46	57.56	0.1260
clock buffers	3	22.52	0.04932
repair buffers	17	163.9	0.3589
multi-input cells	8	50.05	0.1096
flip-flops and latches	8	162.7	0.3562
per-layer routing:
layer	up-vias	global-route usage	routed length [um]
met5	-	0	0
met4	0	0.01056	19
met3	2	0.005682	16
met2	6	0.04013	446
met1	76	0.01678	216
li1	89	-	-
logic make-up (layout without fill, tap and decap cells):
| logic type | Yosys count | in the layout | share of synthesized area |
|---|---|---|---|
| AND/OR/NAND/NOR | 8 | 8 | 0.2381 |
| buffers and inverters | 0 | 20 | 0 |
| flip-flops | 8 | 8 | 0.7619 |
timing repair:
| action | in CTS | in global routing |
|---|---|---|
| gates resized | 8 | 5 |
| endpoints found under the hold margin | 0 | 0 |
| setup endpoints to repair | 8 | 3 |
synth_stat cells:
| master | number |
|---|---|
| sky130_fd_sc_hd__dfxtp_1 | 8 |
| sky130_fd_sc_hd__nor2b_1 | 8 |
Power is estimated from default activity; no workload was simulated.
